<file path="design/flow/config.mk">
export PLATFORM = sky130hd
export DESIGN_NAME = ob3
export DESIGN_NICKNAME = ob3
export VERILOG_FILES = /design/flow/design.v
export SDC_FILE = /design/flow/constraint.sdc
export NUM_CORES = 4
export LEC_CHECK = 1
export CORE_UTILIZATION = 50
</file>
<file path="design/flow/constraint.sdc">
current_design ob3

set clk_period 4.1
set clk_io_pct 0.2

create_clock -name clk0 -period $clk_period [get_ports {CLOCK}]

set non_clock_inputs [all_inputs -no_clocks]
set_input_delay [expr $clk_period * $clk_io_pct] -clock clk0 $non_clock_inputs
set_output_delay [expr $clk_period * $clk_io_pct] -clock clk0 [all_outputs]
</file>
<file path="design/flow/design.v">
module ob3(input CLOCK, input go, input [9:0]sw, input resetn, output [7:0]x, output [6:0]y, output [2:0]colour, output writeEn,output [2:0] current_state);
    wire ld_x, ld_y;
	wire [2:0] colour_load;
	wire [7:0] x_load;
	wire [6:0] y_load;
	wire enable_frame, enable_erase, enable_counter, colour_erase_enable, count_x_enable;
	wire done_plot;
	wire reset_counter, reset_load;
    datapath3 d0(
				.clk(CLOCK),
				.resetn(resetn),
				.count_x_enable(count_x_enable),
				.x(x_load),
				.y(y_load),
				.colour(colour_load),
				.x_out(x),
				.y_out(y),
				.colour_out(colour),
				.done_plot(done_plot)
				);
    control3 c0(
				.clk(CLOCK),
				.resetn(resetn),
				.go(go),
				.enable_erase(enable_erase),
				.done_plot(done_plot),
				.ld_x(ld_x),
				.ld_y(ld_y),
				.reset_counter(reset_counter),
				.enable_counter(enable_counter),
				.writeEn(writeEn),
				.colour_erase_enable(colour_erase_enable),
				.reset_load(reset_load),
				.count_x_enable(count_x_enable),
				.current_state(current_state)
	);
	load3 l0(
		.clk(CLOCK),
		.reset(reset_load),
		.colour_in(sw[9:7]),
		.colour_erase_enable(colour_erase_enable),
		.ld_x(ld_x),
		.ld_y(ld_y),
		.x(x_load),
		.y(y_load),
		.colour(colour_load)
	);
	delay_counter3 dc(
			.enable(enable_counter),
			.clk(CLOCK),
			.resetn(reset_counter),
			.enable_frame(enable_frame)
	);
	frame_counter3 f0(
			.enable(enable_frame),
			.clk(CLOCK),
			.resetn(reset_counter),
			.enable_out(enable_erase)
	);
endmodule
module control3(
    input clk,
    input resetn,
    input go,
	input enable_erase,
	input done_plot,
    output reg  ld_x, ld_y,
	output reg reset_counter, enable_counter,
	output reg writeEn,
	output reg colour_erase_enable,
	output reg reset_load,
	output reg count_x_enable,
	output reg [2:0] current_state
    );
    reg [2:0] next_state; 
    localparam  RESET = 4'd0,
				RESET_WAIT = 4'd1,
				PLOT = 4'd2,
				RESET_COUNTER = 4'd3,
				COUNT = 4'd4,
				ERASE = 4'd5,
				UPDATE = 4'd6;
    always@(*)
    begin: state_table 
            case (current_state)
                RESET: next_state = go ? RESET_WAIT : RESET;  
                RESET_WAIT: next_state = go ? RESET_WAIT : PLOT;  
                PLOT: next_state = done_plot ? RESET_COUNTER : PLOT;
				RESET_COUNTER : next_state = COUNT;
				COUNT: next_state = enable_erase ? ERASE : COUNT; 
                ERASE: next_state = done_plot ? UPDATE : ERASE; 
				UPDATE: next_state = PLOT;
            default: next_state = RESET;
        endcase
    end  
    always @(*)
    begin: enable_signals
        ld_x = 1'b0;
        ld_y = 1'b0;
		writeEn = 1'b0;
		reset_counter = 1'b1;
		reset_load = 1'b1;
		enable_counter = 1'b0;
		colour_erase_enable = 1'b0;
		count_x_enable = 1'b0;
        case (current_state)
            RESET: begin 
				reset_counter = 1'b0;
				reset_load = 1'b0;
			end
			PLOT: begin
				count_x_enable = 1'b1;
				writeEn = 1'b1;
			end
			RESET_COUNTER: 
				reset_counter = 1'b0;
			COUNT: enable_counter = 1'b1;
			ERASE: begin
				colour_erase_enable = 1'b1;
				count_x_enable = 1'b1;
				writeEn = 1'b1;
			end
			UPDATE: begin
				ld_x = 1'b1;
				ld_y = 1'b1;
			end
        endcase
    end  
    always@(posedge clk)
    begin: state_FFs
        if(!resetn)
            current_state <= RESET;
        else
            current_state <= next_state;
    end  
endmodule
module datapath3(
    input clk,
    input resetn,
	input count_x_enable,
    input [7:0] x,
    input [6:0] y,
    input [2:0] colour,
    output [7:0] x_out,
	output [6:0] y_out,
    output [2:0] colour_out,
	output reg done_plot
    );
    reg [2:0] count_x, count_y;
	wire enable_y;
	always @(*)
	begin
	if (count_x == 3'b111 && count_y == 3'b111)
		done_plot = 1'b1;
	else
		done_plot = 1'b0;
	end
	always @(posedge clk) begin
		if (!resetn) 
			count_x <= 3'b000;
		else if (count_x_enable)
			count_x <= count_x + 1'b1;
	end	
	assign enable_y = (count_x == 3'b111) ? 1 : 0;
	always @(posedge clk) begin
		if (!resetn)
			count_y <= 3'b000;
		else if (enable_y)
			count_y <= count_y + 1'b1;
	end
	assign x_out = x + count_x;
	assign y_out = y + count_y;
	assign colour_out = colour;
endmodule
module delay_counter3(enable, clk, resetn, enable_frame);
	  input enable, clk, resetn;
      output enable_frame;
	  reg [22:0] counter;
	  assign enable_frame = (counter == 0) ? 1 : 0;
	  always @(posedge clk)
	  begin
	       if (!resetn)
			      counter <= 73332;
			  else if (enable == 1'b1)
			  begin
					if (counter == 22'd0)
						counter <= 73332;
					else
						counter <= counter - 1'b1;
			  end
	  end
endmodule
module frame_counter3(enable, clk, resetn, enable_out);
	input enable, clk, resetn;
	output enable_out;
	reg [2:0] frames;
	assign enable_out= (frames == 3'b111) ? 1 : 0;
	always @ (posedge clk)
	begin	
		if (!resetn)
			frames <= 0;
		else if (enable == 1'b1)
		begin 
			if (frames == 3'b111)
				frames <= 0;
			else
			frames <= frames + 1;
			end
	end
endmodule
module load3(clk, reset, colour_in, colour_erase_enable, ld_x, ld_y,  x, y, colour);
	input clk, reset; 
	input [2:0] colour_in;
	input colour_erase_enable;
	input ld_x, ld_y;
	output reg [7:0] x;
	output reg [6:0] y;
	output reg [2:0] colour;
	reg vertical, horizontal;
	always @ (posedge clk) begin
        if (!reset) begin
            x <= 8'd0; 
            y <= 7'd25; 
			vertical <= 1'b1;  
			horizontal <= 1'b1;  
        end
        else begin
            if (ld_x) begin
				if (horizontal) begin
					if (x == 8'd156) begin
						horizontal <= 1'b0;
						x <= x - 1;
					end
					else 
						x <= x + 1;
				end	
				else begin
					if (x == 8'd0) begin
						horizontal <= 1'b1;
						x <= x + 1;
					end
					else 
						x <= x - 1;
				end
			end
         end
    end
	always @(*)
	begin
	if (colour_erase_enable)
		colour = 3'b000;
	else
		colour = colour_in;
	end
endmodule
</file>
<file path="design/flow/run.sh">
#!/bin/bash
# OpenROAD 26Q1-2900-gdf79404cd8, Yosys 0.63+post, stock flow scripts
make -C /OpenROAD-flow-scripts/flow DESIGN_CONFIG=/design/flow/config.mk WORK_HOME=/design/flow/orfs finish
</file>
==> impl_metrics.csv <==
group,metric,value,unit
setup_path,path_max_fanout,9,
setup_path,crit_start,"l0.x[1]$_SDFFE_PN0P_",
setup_path,worst_ep_arrival_time,2.26,ns
drt,wl_met3,117,µm
logic_synthesis,yosysSeqAreaShare,34.96,%
setup_path,critPathKind,"register to output pin",
drt,met1_length,2.419,mm
pwr,switching_share,23.01,%
setup_path,r2r_start,"l0.x[1]$_SDFFE_PN0P_",
logic_synthesis,yosys-stat-cells,301,
clock_network,cts.clk_slew.worst_paths,0.08,ns
run,maxCapViolations,0,
drt,top_layer,"met4",
pwr,p_int,0.0006341,W
logic_synthesis,largest_area_cell,"dfxtp_1",
timing,whs,0.4774,ns
logic_synthesis,avgSynthCellArea,8.372,µm²
drt,drt_iter0_markers,104,
clock_network,root_buffer,"clkbuf_8",
logic_synthesis,syn_area,2520,µm²
global_routing,grt_max_degree,20,
run,warnings,36,
clock_network,h-tree-depth,2,
logic_synthesis,flop_cell,"dfxtp_1",
pwr,clockPowerShare,41.9,%
pwr,peakVddDrop,0.3319,mV
min_path,min_path_type,"register to register",
timing,worstMarginPinSlew,0.8600,ns
pwr,power_density,282.7,nW/µm²
floorplanning,fp.dieW,72.99,µm
drt,drc,0,
drt,vias,2045,
logic_synthesis,ys_warn_count,5,
global_routing,grt_usage,19.73,%
timing,fin_crit,3.082,ns
pwr,p_comb_share,5.3,%
drt,insertedDiodeCount,0,
drt,routed-wl-met2,2.164,mm
min_path,hold_path_startpoint,"f0.frames[1]$_SDFFE_PP0P_",
global_routing,grt_pass1_vias,1831,
logic_synthesis,ys_ff,44,
finish,final_cells,388,
timing,worst_slack,1.018,ns
place,dpl_cell_area,2799,µm²
clock_network,cts_resized,0,
global_routing,antenna_found_initial,0,
floorplanning,rows,25,
place,placedCellCount,380,
place,post-place-ws,1.326,ns
finish,drive_above_1_share,5.296,%
logic_synthesis,synth_top_area_share,34.96,%
finish,final_area,2914,µm²
setup_path,cp-end-kind,"output pin",
clock_network,clock_sinks,44,
floorplanning,dieHeight,72.99,µm
floorplanning,ios,35,
logic_synthesis,edf_count,0,
timing,fin_setup_tns,0,ns
timing,max_freq,324.5,MHz
setup_path,worst_setup_path_start_kind,"register",
finish,fillers,439,
timing,clock-skew-final,0.008752,ns
timing,period_used_share,75.17,%
clock_network,cts_setup_buffers,0,
place,port_buffers,26,
pwr,share_seq_of_total_power,52.8,%
floorplanning,fp.coreArea,4786,µm²
timing,final-setup-viol-count,0,
setup_path,cp_data_required_time,3.28,ns
floorplanning,die_area,5328,µm²
clock_network,cts_tree,"yes",
clock_network,clockBufferDepth,2,
global_routing,overflow,0,
timing,grt_setup_unrepaired,"false",
drt,viasPerCell,5.271,
timing,drv_slew,0,
finish,synthToLayoutAreaGrowth,15.64,%
clock_network,hold_buffers,0,
logic_synthesis,topCellsByArea,"dfxtp_1 (35%), xnor2_1 (8.0%), ha_1 (7.0%)",
drt,dr.pass1.iters,4,
timing,final-hold-violation-count,0,
logic_synthesis,synthArstFlopShare,0,%
timing,maxSlewHeadroom,42.22,%
place,globalplace.congestion,0.8676,
drt,drt-total-wl,4.766,mm
pwr,switchingPower,0.0001895,W
pwr,leakagePower,1.083,nW
logic_synthesis,ys_area,2520,µm²
clock_network,numCtsBuffers,5,
floorplanning,fp_util,52.65,%
logic_synthesis,synthCells,301,
drt,final_antenna_net_count,0,
outcome,outcome,"finished, final reports clean",
clock_network,insertion_delay,0.30,ns
logic_synthesis,synth_cell_types,49,
global_routing,grt_pass1_wl,8.183,mm
drt,wl_per_cell,12.28,µm
place,place_hpwl,3.439,mm
[path summary, 6_finish.rpt]
| check | endpoint | slack, ns | cells after the start |
|---|---|---|---|
| setup / recovery | x[5] | 1.02 | 6 |
| hold / removal | f0.frames[1]$_SDFFE_PP0P_ | 0.48 | 2 |
| setup reg to reg | l0.x[5]$_SDFFE_PN0P_ | 1.83 | 7 |
| hold reg to reg | f0.frames[1]$_SDFFE_PP0P_ | 0.48 | 2 |
[through the flow]
stage	total power [W]	util [%]
after CTS	0.0008325	60.89
final	0.0008237	60.89
after global routing	0.0008528	60.89
after floorplan	0.0004709	-
after detailed placement	0.0004892	58.48
after global placement	0.0004890	58.48
[worst max-delay path, stage by stage, from the launching register on]
cell,delay [ns]
dfxtp_1,0.52
ha_1,0.30
a21o_1,0.16
a21oi_1,0.26
nor2_1,0.10
xor2_1,0.15
clkdlybuf4s50_1,0.47
[synth_stat cells (all sizes together) (2+ instances only)]
master  count
a211oi      2
a21o        3
a21oi      15
a31oi       3
and2        8
buf         3
clkbuf     11
dfxtp      44
ha         14
inv         9
mux2i      12
nand2      29
nand3       3
nand3b      3
nand4       7
nor2       32
nor2b       8
nor3       19
nor4        9
o21ai       6
or2         2
or3         9
or4         3
xnor2      23
xor2        6
[area by class of cell]
type / count / area, µm² / share of cell area (%)
Sequential cell: 44 / 880.8 / 30.23
Clock inverter: 3 / 46.29 / 1.589
Clock buffer: 5 / 68.82 / 2.362
Tap cell: 67 / 83.83 / 2.877
Multi-Input combinational cell: 234 / 1540 / 52.86
Inverter: 9 / 33.78 / 1.159
Timing Repair Buffer: 26 / 260.3 / 8.931
[power groups by stage]
stage	sequential, W	combinational (W)	clock (W)
global route	0.000436	0.0000489	0.000368
CTS	0.000435	0.0000444	0.000353
finish	0.000435	0.0000437	0.000345
[per-layer routing]
metal	up-vias	GRT usage, %
met5	-	0
met1	927	28.87
met2	28	33.02
li1	1083	-
met4	0	2.397
met3	7	2.521
[cell usage in the layout (no fill, tap or decap), drive strengths merged, types with 5 or more instances in the layout]
master	n
nor2	32
or3	9
dfxtp	44
clkdlybuf4s50	26
nor2b	8
clkbuf	5
a21oi	15
nor3	19
xor2	6
ha	14
nand4	7
o21ai	6
and2	8
nor4	9
xnor2	23
mux2i	12
nand2	29
inv	10
[cells by family after synthesis]
family,count (synthesis),share of synthesized area (%)
other cells,1,0.1488
fa+ha+maj,15,7.746
buf+inv,23,3.922
mux,12,4.767
flops,44,34.96
simple gates,140,29.39
compound gates,37,8.988
xor+xnor,29,10.08
[state kept, by name, indices dropped and copies added (netlist names)]
| signal | cells |
|---|---|
| d0.count_x | 3 |
| c0.current_state | 3 |
| dc.counter | 23 |
| d0.count_y | 3 |
| l0.horizontal | 1 |
| f0.frames | 3 |
| l0.x | 8 |
No activity file was given, so power comes from the tool's default toggle rates.
