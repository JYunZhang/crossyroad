**design/flow/config.mk**
```make
export PLATFORM = sky130hd
export DESIGN_NAME = dot
export DESIGN_NICKNAME = dot
export VERILOG_FILES = /design/flow/design.v
export SDC_FILE = /design/flow/constraint.sdc
export NUM_CORES = 4
export LEC_CHECK = 1
export CORE_UTILIZATION = 30
```
**design/flow/constraint.sdc**
```tcl
current_design dot

set clk_period 3.3
set clk_io_pct 0.2

create_clock -name clk0 -period $clk_period [get_ports {CLOCK}]

set non_clock_inputs [all_inputs -no_clocks]
set_input_delay [expr $clk_period * $clk_io_pct] -clock clk0 $non_clock_inputs
set_output_delay [expr $clk_period * $clk_io_pct] -clock clk0 [all_outputs]
```
**design/flow/design.v**
```verilog
module dot(
	input CLOCK, 
	input go, 
	input [9:0]sw, 
	input resetn, 
	input move_left,move_right,jump,
	output [7:0]x, 
	output [6:0]y, 
	output [2:0]colour, 
	output writeEn,
	output [7:0]score_current
	);
   wire ld_x, ld_y;
	wire [2:0] colour_load;
	wire [7:0] x_load;
	wire [6:0] y_load;
	wire enable_frame, enable_erase, enable_counter, colour_erase_enable, count_x_enable;
	wire done_plot;
	wire reset_counter, reset_load;
	datapath5 d0(
				.clk(CLOCK),
				.resetn(resetn),
				.count_x_enable(count_x_enable),
				.x(x_load),
				.y(y_load),
				.colour(colour_load),
				.x_out(x),
				.y_out(y),
				.colour_out(colour),
				.done_plot(done_plot)
				);
    control5 c0(
				.clk(CLOCK),
				.resetn(resetn),
				.go(go),
				.enable_erase(enable_erase),
				.done_plot(done_plot),
				.ld_x(ld_x),
				.ld_y(ld_y),
				.reset_counter(reset_counter),
				.enable_counter(enable_counter),
				.writeEn(writeEn),
				.colour_erase_enable(colour_erase_enable),
				.reset_load(reset_load),
				.count_x_enable(count_x_enable)
	);
	load5 l0(
		.move_left(move_left),
		.move_right(move_right),
		.jump(jump),
		.clk(CLOCK),
		.reset(reset_load),
		.colour_in(3'b011),
		.colour_erase_enable(colour_erase_enable),
		.ld_x(ld_x),
		.ld_y(ld_y),
		.x(x_load),
		.y(y_load),
		.colour(colour_load),
		.score_current(score_current)
	);
	delay_counter5 dc(
			.enable(enable_counter),
			.clk(CLOCK),
			.resetn(reset_counter),
			.enable_frame(enable_frame)
	);
	frame_counter5 f0(
			.enable(enable_frame),
			.clk(CLOCK),
			.resetn(reset_counter),
			.enable_out(enable_erase)
	);
endmodule
module control5(
	input clk,
   input resetn,
   input go,
	input enable_erase,
	input done_plot,
   output reg ld_x, ld_y,
	output reg reset_counter, enable_counter,
	output reg writeEn,
	output reg colour_erase_enable,
	output reg reset_load,
	output reg count_x_enable
    );
    reg [2:0] current_state, next_state; 
    localparam  RESET = 4'd0,
				RESET_WAIT = 4'd1,
				PLOT = 4'd2,
				RESET_COUNTER = 4'd3,
				COUNT = 4'd4,
				ERASE = 4'd5,
				UPDATE = 4'd6;
    always@(*)
    begin: state_table 
            case (current_state)
					RESET: next_state = go ? RESET_WAIT : RESET;  
					RESET_WAIT: next_state = go ? RESET_WAIT : PLOT;  
					PLOT: next_state = done_plot ? RESET_COUNTER : PLOT;
					RESET_COUNTER : next_state = COUNT;
					COUNT: next_state = enable_erase ? ERASE : COUNT; 
					ERASE: next_state = done_plot ? UPDATE : ERASE; 
					UPDATE: next_state = PLOT;
					default: next_state = RESET;
        endcase
    end  
    always @(*)
    begin: enable_signals
        ld_x = 1'b0;
        ld_y = 1'b0;
		writeEn = 1'b0;
		reset_counter = 1'b1;
		reset_load = 1'b1;
		enable_counter = 1'b0;
		colour_erase_enable = 1'b0;
		count_x_enable = 1'b0;
        case (current_state)
            RESET: begin 
				reset_counter = 1'b0;
				reset_load = 1'b0;
			end
			PLOT: begin
				count_x_enable = 1'b1;
				writeEn = 1'b1;
			end
			RESET_COUNTER: 
				reset_counter = 1'b0;
			COUNT: enable_counter = 1'b1;
			ERASE: begin
				colour_erase_enable = 1'b1;
				count_x_enable = 1'b1;
				writeEn = 1'b1;
			end
			UPDATE: begin
				ld_x = 1'b1;
				ld_y = 1'b1;
			end
        endcase
    end  
    always@(posedge clk)
    begin: state_FFs
        if(!resetn)
            current_state <= RESET;
        else
            current_state <= next_state;
    end  
endmodule
module datapath5(
	input clk,
	input resetn,
	input count_x_enable,
	input [7:0] x,
	input [6:0] y,
	input [2:0] colour,
	output [7:0] x_out,
	output [6:0] y_out,
	output [2:0] colour_out,
	output reg done_plot
	);
	reg [1:0] count_x, count_y;
	wire enable_y;
	always @(*)
	begin
		if (count_x == 2'b11 && count_y == 2'b11)
			done_plot = 1'b1;
		else
			done_plot = 1'b0;
	end
	always @(posedge clk) begin
		if (!resetn) 
			count_x <= 2'b00;
		else if (count_x_enable)
			count_x <= count_x + 2'b01;
	end	
	assign enable_y = (count_x == 2'b11) ? 1 : 0;
	always @(posedge clk) begin
		if (!resetn)
			count_y <= 2'b00;
		else if (enable_y)
			count_y <= count_y + 2'b01;
	end
	assign x_out = x + count_x;
	assign y_out = y + count_y;
	assign colour_out = colour;
endmodule
module delay_counter5(enable, clk, resetn, enable_frame);
	input enable, clk, resetn;
	output enable_frame;
	reg [22:0] counter;
	  assign enable_frame = (counter == 0) ? 1 : 0;
	  always @(posedge clk)
	  begin
	       if (!resetn)
			      counter <= 53332;
			  else if (enable == 1'b1)
			  begin
					if (counter == 22'd0)
						counter <= 53332;
					else
						counter <= counter - 1'b1;
				end
	  end
endmodule
module frame_counter5(enable, clk, resetn, enable_out);
	input enable, clk, resetn;
	output enable_out;
	reg [2:0] frames;
	assign enable_out= (frames == 3'b111) ? 1 : 0;
	always @ (posedge clk)
	begin	
		if (!resetn)
			frames <= 0;
		else if (enable == 1'b1)
		begin 
			if (frames == 3'b111)
				frames <= 0;
			else
			frames <= frames + 1;
			end
	end
endmodule
module load5(move_left, move_right, jump, clk, reset, colour_in, colour_erase_enable, ld_x, ld_y,  x, y, colour,score_current);
	input move_left;
	input move_right;
	input jump;
	input clk, reset; 
	input [2:0] colour_in;
	input colour_erase_enable;
	input ld_x, ld_y;
	output reg [7:0] x;
	initial x = 8'd78;
	output reg [6:0] y;
	initial y = 7'd105;
	output reg [2:0] colour;
	output reg [7:0] score_current;
	initial score_current = 0;
	reg jump_reg;
	initial jump_reg = 0;
	always @ (posedge clk)
	begin
		if (!reset) 
			begin
			x <= 8'd78;  
			end
		else 
		begin
			if (ld_x) 
				begin
					if ((move_left == 1) && (move_right == 0)) 
						if( x != 0 )
							x <= x - 1;
					if ((move_left == 0) && (move_right == 1))
						if( x != 156 )
							x <= x + 1;
				end		
		end
    end
	always @ (posedge clk)
	begin
	   if (!reset)
		begin
		   y <= 7'd108;
			score_current <= 8'd0;
		end
		else if (ld_y)
		begin
			if ( (jump == 1) && (jump_reg == 0))
				begin
				jump_reg = 1;
				score_current <= score_current + 8'd1;
				if ( y > 20 )
					y <= y - 20;
				else
					y <= 7'd105;
				end
			else if ( (jump == 0) && (jump_reg == 1))
			begin
				jump_reg = 0;
			end
		end
	end
	always @(*)
	begin
	    if (colour_erase_enable)
		    colour <= 3'b000;
	    else
		    colour <= colour_in;
	end
endmodule
```
**design/flow/run.sh**
```bash
#!/bin/bash
# OpenROAD 26Q1-2900-gdf79404cd8, Yosys 0.63+post, stock flow scripts
make -C /OpenROAD-flow-scripts/flow DESIGN_CONFIG=/design/flow/config.mk WORK_HOME=/design/flow/orfs finish
```
==> run summary <==
run metrics: run status=finished clean, Finished Cell Area=3840 sq um, CTS resizes=0, Syn Inst Count=388, htree depth=3, CTS tree=yes, Yosys Instances=388, R2R Path Start=dc.counter[9]$_SDFFE_PP0P_, Crit. End Element=output port, RD Place Congestion=0.828, setup TNS=0 ns, WP data arrival=2.28 ns, Pwr per Cell Area=345 nW/um^2, clock latency (worst-skew pair)=0.33 ns, crit path launch=l0.x[0]$_SDFFE_PP0P_, Top Registers=dc.counter: 23 flops, l0.score_current: 8 flops, l0.x: 8 flops, share of cells above drive strength 1=0.0578, fin cells=551, Top Layout Cells=dfxtp_1, nor2_1, nand2_1, clkdlybuf4s50_1, xnor2_1, First-pass DRT Iterations=4, DP HPWL=4.57 mm, Achievable Freq=0.340 GHz, mean post-synth cell area=8.47 sq um, Synth Register Bits=60, Async S/R FF share, synth=0, Final Hold Fails=0, Residual DRC=0, leakage dissipation=1.39 nW, Final period util=0.892, Post-Place Cells=537, post-route ant nets=0, post-synthesis sequential area ratio=0.368, RSZ-0062 raised after global routing=false, Die ar.=11,400 sq um, hold_buf cts=0, Root Buffer=clkbuf_8, TritonCTS buffer count=9, via/cell ratio=4.85, dpl cell area=3680 sq um, CTS Sinks=60, Slew @ Worst Pin=0.805 ns, Most flops, register=dc.counter, clk slew on worst S/H paths=0.06 ns, minimum clock period=2.94 ns, Slew headroom=0.456, startpoint types=register, row count=37, I/O pin cnt=43, Port Buffer Count=31, Max Cap Viol=0, grt ovf=0, # setup viols final=0, Crit Path Category=reg -> out, Log Warnings=40, Post-Route WL=6.45 mm, total core area=10,500 sq um, routed length per placed instance=11.7 microns, peak supply drop=0.000202 V, crit-path max FO=8, vias in the first global route=2,487, worst hold path type=reg -> reg, clock skew=0.00741 ns, fillers=1,076, ANT cells=0, Yosys cell types=59, Top cell excl fill/tap=dfxtp_1, GRT Overall Usage=0.121, first-pass GRT wire length=11.4 mm, Mapped Area=3290 sq um, fin. max-slew vios=0, Warnings, synthesis=5, Pwr Total=1.32 mW, DR iter-0 viols=76, Die Span X=107 microns, Syn-to-layout area delta=16.7%, fp util=0.314, Yosys Chip Area=3290 sq um, max FFs per register=23, Die Ht=107 microns, EDFF count, synth=1, post-CTS setup buffer count=0, Hold Startpoint=c0.current_state[2]$_DFF_P_, Commonest flop=dfxtp_1, antenna violations before repair=0, FF-to-FF setup slack=0.89 ns, crit path DRT=2.64 ns, largest net degree at the start of global routing=23, total number of vias=2,675, clock buffer depth=2
==> cells by family after synthesis <==
group                      after synthesis  synth area share
and+or+nand+nor                        165             0.255
AOI/OAI and AO/OA                       60             0.126
other                                    1           0.00114
DFF                                     60             0.368
adders and majority gates               19            0.0746
muxes                                    4            0.0122
xor gates and xnor gates                42             0.112
buffers and inverters                   37            0.0502
==> worst paths after layout <==
| kind | endpoint | cells after the start |
|---|---|---|
| min | c0.current_state[6]$_DFF_P_ | 2 |
| max reg2reg | dc.counter[9]$_SDFFE_PP0P_ | 5 |
| max | x[4] | 6 |
| min reg2reg | c0.current_state[6]$_DFF_P_ | 2 |
==> worst max-delay path: stages, from the launching register on <==
cell             delay (ns)
dfxtp_1                0.49
ha_1                   0.23
inv_1                  0.05
fa_1                   0.43
nor2_1                 0.15
xor2_1                 0.15
clkdlybuf4s50_1        0.47
==> report_power, final <==
| group | total [mW] | leakage [nW] | switching (mW) | internal (mW) |
|---|---|---|---|---|
| clock network | 0.545 | 0.0848 | 0.264 | 0.281 |
| registers | 0.731 | 0.485 | 0.00190 | 0.729 |
| logic | 0.0486 | 0.818 | 0.0278 | 0.0208 |
==> synth_stat cells, types with 3 or more instances <==
library cell,n,area (sq um)
clkbuf_1,14,52.6
o21ai_0,13,65.1
a21o_1,3,22.5
xnor2_1,30,263
nand3b_1,4,30.0
mux2i_1,4,40.0
o211ai_1,3,22.5
ha_1,18,225
nand3_1,11,55.1
nand4_1,5,31.3
a31oi_1,4,25.0
nor2_1,43,161
and3_1,4,25.0
nor4_1,5,31.3
nor3_1,18,90.1
inv_1,17,63.8
or3_1,7,43.8
xor2_1,12,105
nor2b_1,11,68.8
nand2_1,35,131
dfxtp_1,59,1180
a21oi_1,13,65.1
and2_1,4,25.0
nand2b_1,6,37.5
==> cell type report <==
| cell class | count | area [sq um] | area share |
|---|---|---|---|
| clock inverters | 3 | 15.0 | 0.00391 |
| flip-flops and latches | 60 | 1210 | 0.316 |
| repair buffers | 33 | 325 | 0.0848 |
| clock buffers | 11 | 141 | 0.0368 |
| well taps | 136 | 170 | 0.0443 |
| multi-input cells | 291 | 1910 | 0.498 |
| inverters | 17 | 63.8 | 0.0166 |
==> metrics by stage <==
stage               setup slack, ns  hold slack [ns]  utilization
floorplan                     0.980            0.421            -
global placement              0.673            0.439        0.352
detailed placement            0.653            0.442        0.352
CTS                           0.295            0.454        0.367
global route                  0.193            0.475        0.367
finish                        0.356            0.452        0.367
==> metal layers <==
layer / wire length, microns / vias to the layer above / global-route usage
met5: 0 / - / 0
met4: 78 / 0 / 0.0196
met3: 300 / 8 / 0.0143
met2: 2750 / 55 / 0.187
met1: 3320 / 1232 / 0.189
li1: - / 1380 / -
Power figures rest on the tool's default switching activity, not on a simulated workload.
