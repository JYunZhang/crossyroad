`design/flow/run.sh`:
```
#!/bin/bash
# OpenROAD 26Q1-2900-gdf79404cd8, Yosys 0.63+post, stock flow scripts
make -C /OpenROAD-flow-scripts/flow DESIGN_CONFIG=/design/flow/config.mk WORK_HOME=/design/flow/orfs finish
```
`design/flow/config.mk`:
```
export PLATFORM = sky130hd
export DESIGN_NAME = ob4
export DESIGN_NICKNAME = ob4
export VERILOG_FILES = /design/flow/design.v
export SDC_FILE = /design/flow/constraint.sdc
export NUM_CORES = 4
export LEC_CHECK = 1
export CORE_UTILIZATION = 50
```
`design/flow/design.v`:
```
module ob4(input CLOCK, input go, input [9:0]sw, input resetn, output [7:0]x, output [6:0]y, output [2:0]colour, output writeEn,output [2:0] current_state);
    wire ld_x, ld_y;
	wire [2:0] colour_load;
	wire [7:0] x_load;
	wire [6:0] y_load;
	wire enable_frame, enable_erase, enable_counter, colour_erase_enable, count_x_enable;
	wire done_plot;
	wire reset_counter, reset_load;
    datapath4 d0(
				.clk(CLOCK),
				.resetn(resetn),
				.count_x_enable(count_x_enable),
				.x(x_load),
				.y(y_load),
				.colour(colour_load),
				.x_out(x),
				.y_out(y),
				.colour_out(colour),
				.done_plot(done_plot)
				);
    control4 c0(
				.clk(CLOCK),
				.resetn(resetn),
				.go(go),
				.enable_erase(enable_erase),
				.done_plot(done_plot),
				.ld_x(ld_x),
				.ld_y(ld_y),
				.reset_counter(reset_counter),
				.enable_counter(enable_counter),
				.writeEn(writeEn),
				.colour_erase_enable(colour_erase_enable),
				.reset_load(reset_load),
				.count_x_enable(count_x_enable),
				.current_state(current_state)
	);
	load4 l0(
		.clk(CLOCK),
		.reset(reset_load),
		.colour_in(sw[9:7]),
		.colour_erase_enable(colour_erase_enable),
		.ld_x(ld_x),
		.ld_y(ld_y),
		.x(x_load),
		.y(y_load),
		.colour(colour_load)
	);
	delay_counter4 dc(
			.enable(enable_counter),
			.clk(CLOCK),
			.resetn(reset_counter),
			.enable_frame(enable_frame)
	);
	frame_counter4 f0(
			.enable(enable_frame),
			.clk(CLOCK),
			.resetn(reset_counter),
			.enable_out(enable_erase)
	);
endmodule
module control4(
    input clk,
    input resetn,
    input go,
	input enable_erase,
	input done_plot,
    output reg  ld_x, ld_y,
	output reg reset_counter, enable_counter,
	output reg writeEn,
	output reg colour_erase_enable,
	output reg reset_load,
	output reg count_x_enable,
	output reg [2:0] current_state
    );
    reg [2:0]  next_state; 
    localparam  RESET = 4'd0,
				RESET_WAIT = 4'd1,
				PLOT = 4'd2,
				RESET_COUNTER = 4'd3,
				COUNT = 4'd4,
				ERASE = 4'd5,
				UPDATE = 4'd6;
    always@(*)
    begin: state_table 
            case (current_state)
                RESET: next_state = go ? RESET_WAIT : RESET;  
                RESET_WAIT: next_state = go ? RESET_WAIT : PLOT;  
                PLOT: next_state = done_plot ? RESET_COUNTER : PLOT;
				RESET_COUNTER : next_state = COUNT;
				COUNT: next_state = enable_erase ? ERASE : COUNT; 
                ERASE: next_state = done_plot ? UPDATE : ERASE; 
				UPDATE: next_state = PLOT;
            default: next_state = RESET;
        endcase
    end  
    always @(*)
    begin: enable_signals
        ld_x = 1'b0;
        ld_y = 1'b0;
		writeEn = 1'b0;
		reset_counter = 1'b1;
		reset_load = 1'b1;
		enable_counter = 1'b0;
		colour_erase_enable = 1'b0;
		count_x_enable = 1'b0;
        case (current_state)
            RESET: begin 
				reset_counter = 1'b0;
				reset_load = 1'b0;
			end
			PLOT: begin
				count_x_enable = 1'b1;
				writeEn = 1'b1;
			end
			RESET_COUNTER: 
				reset_counter = 1'b0;
			COUNT: enable_counter = 1'b1;
			ERASE: begin
				colour_erase_enable = 1'b1;
				count_x_enable = 1'b1;
				writeEn = 1'b1;
			end
			UPDATE: begin
				ld_x = 1'b1;
				ld_y = 1'b1;
			end
        endcase
    end  
    always@(posedge clk)
    begin: state_FFs
        if(!resetn)
            current_state <= RESET;
        else
            current_state <= next_state;
    end  
endmodule
module datapath4(
    input clk,
    input resetn,
	input count_x_enable,
    input [7:0] x,
    input [6:0] y,
    input [2:0] colour,
    output [7:0] x_out,
	output [6:0] y_out,
    output [2:0] colour_out,
	output reg done_plot
    );
    reg [2:0] count_x, count_y;
	wire enable_y;
	always @(*)
	begin
	if (count_x == 3'b111 && count_y == 3'b111)
		done_plot = 1'b1;
	else
		done_plot = 1'b0;
	end
	always @(posedge clk) begin
		if (!resetn) 
			count_x <= 3'b000;
		else if (count_x_enable)
			count_x <= count_x + 1'b1;
	end	
	assign enable_y = (count_x == 3'b111) ? 1 : 0;
	always @(posedge clk) begin
		if (!resetn)
			count_y <= 3'b000;
		else if (enable_y)
			count_y <= count_y + 1'b1;
	end
	assign x_out = x + count_x;
	assign y_out = y + count_y;
	assign colour_out = colour;
endmodule
module delay_counter4(enable, clk, resetn, enable_frame);
	  input enable, clk, resetn;
      output enable_frame;
	  reg [22:0] counter;
	  assign enable_frame = (counter == 0) ? 1 : 0;
	  always @(posedge clk)
	  begin
	       if (!resetn)
			      counter <= 43332;
			  else if (enable == 1'b1)
			  begin
					if (counter == 22'd0)
						counter <= 43332;
					else
						counter <= counter - 1'b1;
			  end
	  end
endmodule
module frame_counter4(enable, clk, resetn, enable_out);
	input enable, clk, resetn;
	output enable_out;
	reg [2:0] frames;
	assign enable_out= (frames == 3'b111) ? 1 : 0;
	always @ (posedge clk)
	begin	
		if (!resetn)
			frames <= 0;
		else if (enable == 1'b1)
		begin 
			if (frames == 3'b111)
				frames <= 0;
			else
			frames <= frames + 1;
			end
	end
endmodule
module load4(clk, reset, colour_in, colour_erase_enable, ld_x, ld_y,  x, y, colour);
	input clk, reset; 
	input [2:0] colour_in;
	input colour_erase_enable;
	input ld_x, ld_y;
	output reg [7:0] x;
	output reg [6:0] y;
	output reg [2:0] colour;
	reg vertical, horizontal;
	always @ (posedge clk) begin
        if (!reset) begin
            x <= 8'd0; 
            y <= 7'd45; 
			vertical <= 1'b1;  
			horizontal <= 1'b1;  
        end
        else begin
            if (ld_x) begin
				if (horizontal) begin
					if (x == 8'd156) begin
						horizontal <= 1'b0;
						x <= x - 1;
					end
					else 
						x <= x + 1;
				end	
				else begin
					if (x == 8'd0) begin
						horizontal <= 1'b1;
						x <= x + 1;
					end
					else 
						x <= x - 1;
				end
			end
		end
    end
	always @(*)
	begin
	if (colour_erase_enable)
		colour = 3'b000;
	else
		colour = colour_in;
	end
endmodule
```
`design/flow/constraint.sdc`:
```
current_design ob4

set clk_period 5.2
set clk_io_pct 0.2

create_clock -name clk0 -period $clk_period [get_ports {CLOCK}]

set non_clock_inputs [all_inputs -no_clocks]
set_input_delay [expr $clk_period * $clk_io_pct] -clock clk0 $non_clock_inputs
set_output_delay [expr $clk_period * $clk_io_pct] -clock clk0 [all_outputs]
```
==> impl_metrics.sql <==
-- flow metrics import
INSERT INTO impl_metrics (metric_group, metric, value, unit) VALUES
('die', 'top_level_ports', '35', ''),
('worst_setup_path', 'highest_delay_cell_along_the_critical_path', 'dfxtp_1', ''),
('pwr', 'sequential_power_share', '57.3', '%'),
('pwr', 'p_switching', '0.1352', 'mW'),
('die', 'fp.dieArea', '0.005482', 'mm^2'),
('placement', 'port_buffers', '25', ''),
('hold_path', 'min_path_cells', '2', ''),
('worst_setup_path', 'setup.worst_path.start_class', 'register', ''),
('cells_and_area', 'layout-drive-gt1-share', '5.607', '%'),
('worst_setup_path', 'crit_path_max_cell_delay', '0.51', 'ns'),
('synthesis', 'ys_cells', '300', ''),
('drt', 'route.top_layer_used', 'met4', ''),
('pwr', 'pwr-share-comb', '6.0', '%'),
('cts', 'clock_sink_count', '44', ''),
('timing', 'setup_viol', '0', ''),
('status', 'result_of_the_run', 'finished clean', ''),
('timing', 'timing.max_slew.rel_slack', '49.76', '%'),
('synthesis', 'enable_flop_cells', '0', ''),
('hold_path', 'min-delay-start', 'f0.frames[1]$_SDFFE_PP0P_', ''),
('synthesis', 'asr_flop_ratio_synth', '0', '%'),
('synthesis', 'synth-main-ff-cell', 'dfxtp_1', ''),
('synthesis', 'yosysSeqAreaShare', '33.94', '%'),
('timing', 'final.period_utilization', '65.11', '%'),
('flow_run', 'stage_log_warnings', '38', ''),
('global_route', 'grt_antenna_before_repair', '0', ''),
('synthesis', 'yosys-top-cells-count', 'dfxtp_1 (44), nor2_1 (31), ha_1 (16), inv_1 (15), nand2_1 (15)', ''),
('synthesis', 'yosys.cell_count.top_type', 'dfxtp_1', ''),
('synthesis', 'ys_types', '53', ''),
('hold_path', 'hp-class', 'reg2reg', ''),
('drt', 'drt_first_pass_iters', '4', ''),
('die', 'coreArea', '0.004848', 'mm^2'),
('worst_setup_path', 'worst_ep_arrival_time', '2.35', 'ns'),
('cells_and_area', 'final_core_utilization', '61.01', '%'),
('cts', 'cts_inserted_buffers', '5', ''),
('cts', 'clock_latency_reported_for_the_late_side_of_the_worst_skew_pair', '0.29', 'ns'),
('synthesis', 'postSynthRegisterBits', '44', ''),
('cts', 'htree_levels', '2', ''),
('pwr', 'clock_power_share', '36.8', '%'),
('global_route', 'grt_util_all_layers', '18.95', '%'),
('drt', 'antenna_violating_nets_post_route', '0', ''),
('cts', 'cts_tree', 'built', ''),
('pwr', 'intPower', '0.4637', 'mW'),
('die', 'die_w', '74.04', 'um'),
('worst_setup_path', 'timing.reg2reg.setup_slack', '2.64', 'ns'),
('cts', 'ctsResizeCount', '0', ''),
('drt', 'drcViolationCount', '0', ''),
('worst_setup_path', 'worst-path-max-fanout', '8', ''),
('drt', 'drt-total-wl', '4720', 'um'),
('timing', 'grt_setup_unrepaired', 'false', ''),
('cts', 'postCtsSetupRepairBufs', '0', ''),
('pwr', 'max-vdd-ir-drop', '0.1820', 'mV'),
('die', 'fp-row-count', '25', ''),
('worst_setup_path', 'rr_startpoint', 'dc.counter[0]$_SDFFE_PP0N_', ''),
('worst_setup_path', 'critPathKind', 'reg2out', ''),
('die', 'core_util_floorplan', '53.52', '%'),
('cells_and_area', 'area_delta_synth_final', '13.98', '%'),
('synthesis', 'yosysWarningCount', '5', ''),
('timing', 'final-max-slew-violation-count', '0', ''),
('pwr', 'leak_pwr', '1.220', 'nW'),
('synthesis', 'yosys.stat.chipArea', '0.002595', 'mm^2'),
('drt', 'num_vias', '2060', ''),
('drt', 'route.met2.wl', '2135', 'um'),
('synthesis', 'top_area_cell', 'dfxtp_1', ''),
('pwr', 'p_sw_share', '22.57', '%'),
('drt', 'wl_met1', '2462', 'um'),
('drt', 'n_antenna_cell', '0', ''),
('drt', 'routed_wire_per_std_cell', '12.16', 'um'),
('timing', 'timing.final.hold_violations', '0', ''),
('worst_setup_path', 'rr_endpoint', 'dc.counter[6]$_SDFFE_PP1N_', ''),
('global_route', 'grt_pass1_vias', '1845', ''),
('global_route', 'overflow', '0', '');
==> per-stage QoR <==
stage	setup slack, ns	cells	cell area [um^2]	hold slack, ns
final	1.814	388	2958	0.4670
after detailed placement	2.106	380	2865	0.4534
after global routing	1.676	388	2958	0.5037
after floorplan	2.745	300	2595	0.4356
after global placement	2.108	380	2865	0.4437
after CTS	1.787	388	2958	0.4661
==> area by class of cell <==
type	instances	area, um^2
clock buffers	6	82.58
clock inverters	2	10.01
fillers	422	1891
inverters	15	56.30
multi-input cells	229	1594
flip-flops and latches	44	880.8
well taps	67	83.83
repair buffers	25	250.2
==> power groups by stage <==
stage     Sequential (mW)  Combinational [mW]  Clock (mW)
6_report            0.343              0.0358       0.220
5_1_grt             0.344              0.0400       0.241
4_1_cts             0.343              0.0366       0.227
==> layout by cell type (no fill, tap or decap), drive strengths merged, types with 3 or more instances in the layout <==
master	n
dfxtp	44
nor2b	9
clkdlybuf4s50	25
nand3	9
or3	5
a21oi	13
nand2	15
nand4b	4
clkbuf	6
xnor2	12
nor2	31
or4	4
nand2b	10
nand4	5
o21a	5
nor4	4
o21ai	6
inv	15
ha	16
mux2i	8
xor2	14
and3	5
nor3	12
a21o	3
or4b	3
a31oi	4
and2	7
==> critical path: cells and delay by family (launching register included) <==
family          cells  cell delay, ns
xor+xnor            1            0.12
compound gates      2            0.36
flops               1            0.51
buf+inv             1            0.47
simple gates        2            0.30
fa+ha+maj           1            0.30
==> kinds of logic after synthesis <==
logic type	after synthesis	synth area share, %
other cells	2	0.2894
simple gates	130	28.93
fa+ha+maj	17	8.486
mux	8	3.086
buf+inv	27	4.629
xor+xnor	26	8.775
compound gates	46	11.86
flops	44	33.94
==> metal layers <==
metal  vias to the layer above  track usage (%)
met5                         -                0
met4                         0            1.923
li1                       1092                -
met3                         2            2.198
met1                       945            28.37
met2                        21            31.41
==> state kept, by name, summed over array words and instances, names as in the netlist <==
register,flops
c0.current_state,3
d0.count_x,3
d0.count_y,3
dc.counter,23
f0.frames,3
l0.horizontal,1
l0.x,8
==> worst max path at each step <==
stage	from	endpoint	cells past startpoint
finish	l0.x[1]$_SDFFE_PN0P_	x[7]	7
global route	l0.x[1]$_SDFFE_PN0P_	x[7]	7
CTS	l0.x[1]$_SDFFE_PN0P_	x[7]	7
Power and IR drop assume default switching activity.
